<file path="./run.sh">
#!/bin/bash
# OpenROAD 26Q1-2900-gdf79404cd8, Yosys 0.63+post, stock flow scripts
make -C /OpenROAD-flow-scripts/flow DESIGN_CONFIG=/design/flow/config.mk WORK_HOME=/design/flow/orfs finish
</file>
<file path="./constraint.sdc">
current_design filter

set clk_period 17.8
set clk_io_pct 0.2

create_clock -name clk0 -period $clk_period [get_ports {i_clk}]

set non_clock_inputs [all_inputs -no_clocks]
set_input_delay [expr $clk_period * $clk_io_pct] -clock clk0 $non_clock_inputs
set_output_delay [expr $clk_period * $clk_io_pct] -clock clk0 [all_outputs]
</file>
<file path="./config.mk">
export PLATFORM = sky130hd
export DESIGN_NAME = filter
export DESIGN_NICKNAME = filter
export VERILOG_FILES = /design/flow/design.v
export SDC_FILE = /design/flow/constraint.sdc
export NUM_CORES = 4
export LEC_CHECK = 1
export CORE_UTILIZATION = 50
</file>
<file path="./design.v">
`timescale 1ns / 1ps
module filter (i_clk, i_rst_n, i_data, o_data);
	parameter INPUT_WIDTH = 18;
	input i_clk, i_rst_n;
	input  	   signed [INPUT_WIDTH - 1 : 0] i_data;
	output reg signed [INPUT_WIDTH - 1 : 0] o_data;
	reg [3 : 0] counter_r;
	reg 		ctrl_comp;
	reg signed [INPUT_WIDTH - 1 : 0] pipeline_r [0 : 10];
	reg signed [INPUT_WIDTH + 4 - 1 : 0] mux_out, term;
	reg signed [INPUT_WIDTH + 7 - 1 : 0] acc_r;
	wire sync_reset;
	integer i;
assign  sync_reset = (counter_r == 4'b1111) ? 1'b0 : 1'b1;
always @(posedge i_clk, negedge i_rst_n)
	if(!i_rst_n)
		counter_r <= 4'b0;
	else
		counter_r <= counter_r + 1'b1;
always @(posedge i_clk, negedge i_rst_n)
    if(!i_rst_n)
		for(i = 0 ; i < 11; i = i + 1)
			pipeline_r[i] <= {INPUT_WIDTH{1'b0}};
    else if (!sync_reset) 
		begin
			pipeline_r[0] <= i_data;
			for(i = 0 ; i < 10; i = i + 1)
				pipeline_r [i + 1] <= pipeline_r[i];
	        end
always @(*) begin
    case (counter_r)
        4'd0  : 
                begin
                    mux_out = pipeline_r[0];
                    ctrl_comp = 1'b1;
                end
        4'd1  : 
                begin
                    mux_out = pipeline_r[0] << 1;
                    ctrl_comp = 1'b1;
                end
        4'd2  : 
                begin
                    mux_out = pipeline_r[1] << 3;
                    ctrl_comp = 1'b1;
                end
        4'd3  : 
                begin
                    mux_out = pipeline_r[2] << 3;
                    ctrl_comp = 1'b1;
                end
        4'd4  : 
                begin
                    mux_out = pipeline_r[4] << 3;
                    ctrl_comp = 1'b0;
                end
        4'd5  : 
                begin
                    mux_out = pipeline_r[4] << 1;
                    ctrl_comp = 1'b0;
                end
        4'd6  : 
                begin 
                    mux_out = pipeline_r[4];
                    ctrl_comp = 1'b0;
                end
        4'd7  : 
                begin
                    mux_out = pipeline_r[5] << 4;
                    ctrl_comp = 1'b0;
                end
        4'd8  :
                begin 
                    mux_out = pipeline_r[6] << 3;
                    ctrl_comp = 1'b0;
                end
        4'd9  : 
                begin
                    mux_out = pipeline_r[6] << 1;
                    ctrl_comp = 1'b0;
                end
        4'd10 : 
                begin
                    mux_out = pipeline_r[6];
                    ctrl_comp = 1'b0;
                end
        4'd11 :
                begin 
                    mux_out = pipeline_r[8] << 3;
                    ctrl_comp = 1'b1;
                end
        4'd12 : 
                begin
                mux_out = pipeline_r[9] << 3;
                ctrl_comp = 1'b1;
                end
        4'd13 : 
                begin
                    mux_out = pipeline_r[10];
                    ctrl_comp = 1'b1;
                end                                      
        4'd14 : 
                begin
                    mux_out = pipeline_r[10] << 1;
                    ctrl_comp = 1'b1;
                end
	default:
		begin
		    mux_out = {INPUT_WIDTH + 4 {1'b0}};
		    ctrl_comp = 1'b0;
		end
    endcase
end
always @(*)
	if (ctrl_comp)
		term = ~ mux_out + 1'b1; 
	else
		term = mux_out;
always @(posedge i_clk, negedge i_rst_n)
	if (!i_rst_n)
		acc_r <= {(INPUT_WIDTH + 7){1'b0}};
	else if (!sync_reset)
		acc_r <= {(INPUT_WIDTH + 7){1'b0}};
	else
		acc_r <= term + acc_r;
always @(posedge i_clk, negedge i_rst_n)
	if(!i_rst_n)
		o_data <= {(INPUT_WIDTH){1'b0}};
	else if(sync_reset == 1'b0)
		if((~(|acc_r[24:22])) || (&acc_r[24:22]))
			o_data <= acc_r[22:5] + {acc_r[4]&&(|acc_r[3:0]||acc_r[5])};
		else if(acc_r[24]) 
			o_data <= 18'h20000;
		else 
			o_data <= 18'h1FFFF;
endmodule
</file>
==> datasheet_impl.txt <==
Physical design parameters

Parameter                              Value

Placement
  Cell Count Post-Placement .................. 1,843
  Detailed Place HPWL .................. 23,700 µm
  RePlAce Congestion .................. 0.887
  Number of I/O port buffers .................. 37

Routing
  Detailed-route wire length per cell .................. 18.8 µm
  Violation tally from detailed-route iteration zero .................. 1,162
  Total via count in the routed design .................. 10,900
  Average via count per standard cell .................. 5.75
  Post-route DRC .................. 0
  Number of detailed-routing iterations run before antenna repair .................. 9
  Routed wire length .................. 35,600 µm
  Total inserted antenna cells .................. 0
  Antenna Nets Post-Route .................. 0

Floorplan
  Starting Density .................. 51.3%
  X dimension of the die .................. 163 µm
  Floorplan Core Area .................. 0.0254 mm²
  IO Count .................. 38
  Row cnt .................. 58
  Die outline height .................. 163 µm
  Area of the die .................. 0.0267 mm²

Power
  PnR Total Power .................. 1.27 mW
  Leak .................. 7.06 nW
  Maximum vdd drop .................. 0.101 mV
  Cell Pwr Density .................. 87.6 mW/mm²

Synthesis
  Top cells, area .................. dfrtp_1 (47%), nand2_1 (19%), ha_1 (3.0%)
  Post-synthesis xor/xnor area fraction .................. 3.72%
  Top_reg_cell synth .................. dfrtp_1
  Multiplexer share of the synthesized area .................. 2.84%
  Count of distinct cell types in the synthesized netlist .................. 66
  Cell area after synthesis .................. 0.0130 mm²
  Flops & latches, synth .................. 245
  Largest family of logic cells by area .................. simple AND/OR/NAND/NOR gates
  Cell count in the Yosys report .................. 1,554
  Top-area cell share .................. 47.0%
  Area reported by Yosys stat .................. 0.0130 mm²
  Sequential element share of the synthesized area .................. 47.0%
  Post-Synth AOI/OAI Area .................. 14.5%
  Average cell area after synthesis .................. 8.39 µm²
  Number of synthesized flops with an enable pin .................. 0
  Gate Count Post-Synth .................. 1,554
  Async set-reset flop share out of synthesis .................. 100%
  Synth Area in Simple Gates .................. 25.1%
  Yosys warning total .................. 2
  Post-Synth Adder-Cell Area .................. 3.13%
  Leading area contributor after synthesis .................. dfrtp_1

Setup path
  Top Family by Delay on Critical Path .................. AND-OR/OR-AND gates
  CP max FO .................. 67
  Sum of buffers and inverters on the critical path .................. 1
  List of cells traversed by the critical path .................. buf_4, nor2b_1, o2bb2ai_1, a222oi_1, nand4_1, or4_1, or3_1, o31ai_1, xor2_1, ha_1, a21oi_1, o21ai_0, a41oi_1, nand4_1, a31o_2, a21oi_1, o21ai_0, xnor2_1, nor2_1
  Endpoint arrival time on the critical path .................. 6.33 ns
  Worst setup path category .................. reg -> reg
  Worst Setup End Kind .................. flip-flop
  Kind of start point of the critical path .................. flip-flop
  Slowest-stage cell, CP .................. buf_4
  CP required .................. 18.20 ns
  Delay of the slowest cell on the worst path .................. 0.63 ns

STA
  Slew @ Worst Pin .................. 0.857 ns
  Portion of the clock cycle consumed by the worst path in the final layout .................. 33.3%
  Worst-case headroom to the max-slew limit .................. 42.9%
  Minimum clock period .................. 5.93 ns
  Finish-stage setup viols .................. 0
  Final Max Slew Viols .................. 0
  Accumulated negative setup slack .................. 0 ns
  F_max .................. 169 MHz
  Worst Skew .................. 0.00896 ns
  Final Hold Violation Tally .................. 0
  Setup repair after global routing missed its margin .................. false

CTS
  Cts bufs inserted .................. 28
  Clock tree root buffer cell .................. clkbuf_16
  Clk latency of the worst-skew pair .. 0.55 ns
  Number of clock sinks .................. 245
  Number of gates resized after cts .................. 0
  Clock tree from TritonCTS .................. done
  Number of hold-repair buffers added at the cts stage .................. 0
  Clk buf depth .................. 3
  Clock slew seen by the registers of the worst setup and hold paths .................. 0.06 ns
  CTS HTree Levels .................. 1
  Total setup buffers inserted after CTS .................. 0

Run
  Number of logged tool warnings .................. 29
  Count of max-cap constraint violations .................. 0

Global route
  All-Layer GR Usage .................. 28.9%
  Wire length of the first global-routing pass .................. 57,300 µm
  Pin count of the biggest net entering global routing .................. 97
  Initial antenna violation count .................. 0
  GR Overflow Total .................. 0
  Vias in the first global route .................. 10,300

Layout
  Share of final-layout standard cells stronger than drive strength 1 .................. 5.18%
  Fin util .................. 57.1%
  Area overhead of the layout relative to synthesis .................. 11.3%
  Number of standard cells in the layout, taps in and fillers out .................. 1,893

Worst hold path
  HP Class .................. reg -> reg

Status
  Status .................. finished clean
==> worst min-delay path: stages, from the launching register on <==
cell and delay [ns]:
dfrtp_1 0.34, nand2_1 0.05, nand2_1 0.04
==> where the power goes <==
part / switching, mW / leakage [nW] / internal, mW / total [mW]
clock network: 0.229 / 0.448 / 0.335 / 0.564
logic: 0.0373 / 3.45 / 0.0651 / 0.102
registers: 0.0195 / 3.16 / 0.584 / 0.604
total: 0.286 / 7.06 / 0.985 / 1.27
==> layout make-up <==
type	instances	area (µm²)
clock buffer	40	827
clock inverter	10	83.8
fill	2244	10900
inverter	21	78.8
multi-input combinational	1191	6450
sequential	245	6140
tap	330	413
timing repair buffer	56	518
==> cells in the mapped netlist, types with 10 or more instances <==
master and instances:
a21o_1 10, a21oi_1 37, a221oi_1 16, a222oi_1 21, a22oi_1 34, buf_2 12
clkbuf_1 73, dfrtp_1 245, ha_1 31, inv_1 21, mux2i_1 19, nand2_1 646
nand3_1 40, nor2_1 65, nor2b_1 11, o211ai_1 11, o21ai_0 36, o22a_1 17
xnor2_1 28, xor2_1 23
==> state kept, by name, indices dropped and copies added (netlist names) <==
register / flops
acc_r: 25
counter_r: 4
o_data: 18
pipeline_r: 198
==> cell families (layout without fill, tap and decap cells) <==
group           after synthesis  in the layout
fa+ha+maj                    32             32
mux                          32             32
buf+inv                     118            127
xor+xnor                     53             53
simple gates                815            815
flops                       245            245
compound gates              259            259
==> path summary, 6_finish.rpt <==
kind	cells after the start	from	slack, ns	end
max	19	counter_r[2]$_DFF_PN0_	11.87	acc_r[22]$_DFF_PN0_
min	2	pipeline_r[7][3]$_DFFE_PN0N_	0.46	pipeline_r[8][3]$_DFFE_PN0N_
max reg2reg	19	counter_r[2]$_DFF_PN0_	11.87	acc_r[22]$_DFF_PN0_
min reg2reg	2	pipeline_r[7][3]$_DFFE_PN0N_	0.46	pipeline_r[8][3]$_DFFE_PN0N_
max in group asynchronous	3	i_rst_n	12.86	counter_r[3]$_DFF_PN0_
min in group asynchronous	1	i_rst_n	3.02	pipeline_r[0][12]$_DFFE_PN0N_
==> per-stage QoR <==
step | hold slack (ns) | instance area [µm²] | setup WS, ns
after floorplan | 0.426 | 13000 | 12.91
after global placement | 0.446 | 13600 | 12.09
after detailed placement | 0.449 | 13600 | 11.96
after CTS | 0.462 | 14500 | 11.95
after global routing | 0.484 | 14500 | 11.43
final | 0.460 | 14500 | 11.87
==> placed cells by master (no fill, tap or decap), drive strengths merged, types with 4 or more instances in the layout <==
cell,count
ha,31
nor2b,11
o31ai,5
dfrtp,245
a21o,10
a222oi,21
nor2,65
nand3,40
xnor2,29
clkinv,7
mux2,10
a211oi,9
o22ai,4
nand2,646
inv,21
clkdlybuf4s50,36
and2,6
clkbuf,40
o22a,17
o211ai,11
o2bb2ai,4
o21ai,42
a21oi,37
nand4,7
a31oi,9
a22oi,34
or3,8
a22o,7
mux2i,19
a32oi,6
nor3,9
a221oi,16
and3,8
xor2,23
buf,20
==> routing by layer <==
metal	routed length, µm	share of wire [%]	GRT usage (%)
met1	16300	46	46.7
met2	15900	45	42.4
met3	2200	6.2	4.14
met4	1190	3.3	8.12
met5	0	0	0
Power figures rest on the tool's default switching activity, not on a simulated workload.
